<file path="design/flow/config.mk">
export PLATFORM = sky130hd
export DESIGN_NAME = booth_multiplier
export DESIGN_NICKNAME = booth_multiplier
export VERILOG_FILES = /design/flow/design.v
export SDC_FILE = /design/flow/constraint.sdc
export NUM_CORES = 4
export LEC_CHECK = 1
export CORE_UTILIZATION = 30
</file>
<file path="design/flow/constraint.sdc">
current_design booth_multiplier

set clk_period 4.1
set clk_io_pct 0.2

create_clock -name clk0 -period $clk_period [get_ports {clk_100MHz}]

set non_clock_inputs [all_inputs -no_clocks]
set_input_delay [expr $clk_period * $clk_io_pct] -clock clk0 $non_clock_inputs
set_output_delay [expr $clk_period * $clk_io_pct] -clock clk0 [all_outputs]
</file>
<file path="design/flow/design.v">
`timescale 1ns / 1ps
module accumulator(lda, clk, shfta, clra, z, a);
parameter N=8;
input lda, clk, shfta, clra;
input [N-1:0] z;
output reg [N-1:0] a;
always @(posedge clk)
begin
    if(clra) a <= 0;
    else if(lda) a <= z;
    else if(shfta) a <= {a[N-1], a[N-1:1]};
end
endmodule
module multiplier(clk, ldq, data_in, shftq, clrq, prev, q);
parameter N=8;
input clk, ldq, shftq, clrq, prev;
input [N-1:0] data_in;
output reg [N-1:0] q;
always @(posedge clk)
begin
    if(clrq) q <= 0;
    else if(ldq) q <= data_in;
    else if(shftq) q <= {prev, q[N-1:1]};
end
endmodule
module store(shftff, clk, clrff, prev, qm1);
input shftff, clk, clrff, prev;
output reg qm1;
always @(posedge clk)
begin
    if(clrff) qm1 <= 0;
    else if(shftff) qm1 <= prev;
end
endmodule
module ALU(a, m, addsub, z);
parameter N=8;
input [N-1:0] a, m;
input addsub;
output reg [N-1:0] z;
always @(*)
begin
    if(addsub) z = a + m;
    else z = a - m;
end
endmodule
module multiplicand(ldm, clk, data_in, m);
parameter N=8;
input ldm, clk;
input [N-1:0] data_in;
output reg [N-1:0] m;
always @(posedge clk)
begin
    if(ldm) m <= data_in;
end
endmodule
module counter(clk, decr, ldcount, count);
parameter N=8;
parameter alpha=3;
input clk, decr, ldcount;
output reg [alpha:0] count;
always @(posedge clk)
begin
    if(ldcount) count <= N;
    else if(decr) count <= count - 1;
end
endmodule
module comparator(q0, qm1, value);
input q0, qm1;
output reg [1:0] value;
always @(*)
begin
    value = {q0, qm1};
end
endmodule
module finalans(a, q, ans);
parameter N=8;
input [N-1:0] a, q;
output reg [(2*N)-1:0] ans;
always @(*)
begin
    ans = {a, q};
end
endmodule
module datapath(
    input clk,
    input clra, lda, shfta,
    input ldq, shftq, clrq,
    input shftff, clrff,
    input addsub,
    input ldm,
    input ldcount, decr,
    input [7:0] data_in,
    output [15:0] ans,
    output [3:0] count,
    output [1:0] value,
    output [7:0] a, q,
    output qm1
);
parameter N=8;
parameter alpha=3;
wire [N-1:0] z, m;
accumulator acc(
    .lda(lda),
    .clk(clk),
    .shfta(shfta),
    .clra(clra),
    .z(z),
    .a(a)
);
multiplier mult(
    .clk(clk),
    .ldq(ldq),
    .data_in(data_in),
    .shftq(shftq),
    .clrq(clrq),
    .prev(a[0]),
    .q(q)
);
store str(
    .shftff(shftff),
    .clk(clk),
    .clrff(clrff),
    .prev(q[0]),
    .qm1(qm1)
);
ALU alu(
    .a(a),
    .m(m),
    .addsub(addsub),
    .z(z)
);
multiplicand mut(
    .ldm(ldm),
    .clk(clk),
    .data_in(data_in),
    .m(m)
);
counter cnt(
    .clk(clk),
    .decr(decr),
    .ldcount(ldcount),
    .count(count)
);
comparator co(
    .q0(q[0]),
    .qm1(qm1),
    .value(value)
);
finalans result(
    .a(a),
    .q(q),
    .ans(ans)
);
endmodule
module controlpath(
    input clk,
    input start,
    input [3:0] count,
    input [1:0] value,
    output reg clra, lda, shfta,
    output reg ldq, shftq, clrq,
    output reg shftff, clrff,
    output reg addsub,
    output reg ldm,
    output reg ldcount, decr,
    output reg done
);
parameter s0=0, s1=1, s2=2, s3=3, s4=4, s5=5, s6=6, s7=7;
reg [2:0] state;
always @(posedge clk)
begin
    case(state)
        s0: if(start) state <= s1;
        s1: state <= s2;
        s2: state <= s3;
        s3: case(value)
                2'b01: state <= s4;
                2'b10: state <= s5;
                default: state <= s6;
            endcase
        s4: state <= s7;
        s5: state <= s7;
        s6: if(count == 0) state <= s0; else state <= s3;
        s7: state <= s6;
        default: state <= s0;
    endcase
end
always @(state)
begin
    {clra, lda, shfta, ldq, shftq, clrq, shftff, clrff, addsub, ldm, ldcount, decr, done} = 0;
    case(state)
        s0: begin
            clra = 1;
            clrq = 1;
            clrff = 1;
        end
        s1: begin
            ldm = 1;
            ldcount = 1;
        end
        s2: begin
            ldq = 1;
        end
        s3: begin
        end
        s4: begin
            addsub = 1;  
        end
        s5: begin
            addsub = 0;  
        end
        s6: begin
            shfta = 1;
            shftq = 1;
            shftff = 1;
            decr = 1;
        end
        s7: begin
            lda = 1;  
        end
        default: begin
            clra = 1;
            clrq = 1;
            clrff = 1;
        end
    endcase
end
endmodule
module clock_divider_10KHz(input clk_100MHz, reset, output reg clk_10KHz);
parameter value = 4999;
integer count = 0;
always @(posedge clk_100MHz)
begin
    if(reset) begin
        count <= 0;
        clk_10KHz <= 0;
    end
    else if(count == value) begin
        clk_10KHz <= ~clk_10KHz;
        count <= 0;
    end
    else begin
        count <= count + 1;
    end
end
endmodule
module booth_multiplier(
    input start,
    input clk_100MHz,
    input [7:0] data_in,
    output done,
    output [15:0] ans
);
wire clk_10KHz;
wire clra, lda, shfta;
wire ldq, shftq, clrq;
wire shftff, clrff;
wire addsub;
wire ldm;
wire ldcount, decr;
wire [3:0] count;
wire [1:0] value;
wire [7:0] a, q;
wire qm1;
wire reset = 0;
clock_divider_10KHz clk_div(
    .clk_100MHz(clk_100MHz),
    .reset(reset),
    .clk_10KHz(clk_10KHz)
);
datapath dp(
    .clk(clk_10KHz),
    .clra(clra),
    .lda(lda),
    .shfta(shfta),
    .ldq(ldq),
    .shftq(shftq),
    .clrq(clrq),
    .shftff(shftff),
    .clrff(clrff),
    .addsub(addsub),
    .ldm(ldm),
    .ldcount(ldcount),
    .decr(decr),
    .data_in(data_in),
    .ans(ans),
    .count(count),
    .value(value),
    .a(a),
    .q(q),
    .qm1(qm1)
);
controlpath cp(
    .clk(clk_10KHz),
    .start(start),
    .count(count),
    .value(value),
    .clra(clra),
    .lda(lda),
    .shfta(shfta),
    .ldq(ldq),
    .shftq(shftq),
    .clrq(clrq),
    .shftff(shftff),
    .clrff(clrff),
    .addsub(addsub),
    .ldm(ldm),
    .ldcount(ldcount),
    .decr(decr),
    .done(done)
);
endmodule
</file>
<file path="design/flow/run.sh">
#!/bin/bash
# OpenROAD 26Q1-2900-gdf79404cd8, Yosys 0.63+post, stock flow scripts
make -C /OpenROAD-flow-scripts/flow DESIGN_CONFIG=/design/flow/config.mk WORK_HOME=/design/flow/orfs finish
</file>
==> Slide: Implementation Results <==
Implementation Results

Final timing
  – Hold Vio Cnt, Final: 0
  – Slew HR: 0.5025
  – # setup viols final: 0
  – Setup ws final: 2.353 ns
  – Count of final max-slew check failures: 0
  – RSZ-0062 raised after global routing: false
  – Hold slack: 0.4516 ns
  – Period utilisation layout: 0.4261
  – Worst-Margin Slew: 0.7453 ns
  – Post-route setup TNS: 0 ns
  – Period minus WS final: 1.747 ns
  – Worst Skew: 0.003993 ns
  – Achievable Freq: 572.4 MHz
  – Register pins left without a clock: 38
  – Endpoints left unconstrained: 65

Synth
  – Count of unique library cells instantiated by Yosys: 48
  – Top-area cell type share of the netlist area: 0.3554
  – Main logic family after synthesis: simple AND/OR/NAND/NOR gates
  – Synth async-reset ratio: 0
  – Yosys Chip Area: 0.003323 mm^2
  – Mux share: 0.05798
  – Most common cell in the netlist: dfxtp_1
  – Yosys warns: 10
  – Top area cell types: dfxtp_1, edfxtp_1, xnor2_1
  – Cells after Synth: 346
  – Basic Gates by Area: 0.2052
  – Post-synthesis compound-gate area fraction: 0.07568
  – Synth area leader: dfxtp_1
  – Synth Area in Adders: 0.05497
  – Top cells by count, synth: dfxtp_1, nor2_1, xnor2_1
  – Syn_area_per_cell: 9.605 um^2
  – XORs/XNORs by Area: 0.1054
  – Register share after synthesis: 0.4639
  – Synth Flop Type: dfxtp_1
  – Mapped cell area: 0.003323 mm^2
  – Register bit count reported by yosys: 71
  – Yosys stat cell total: 346
  – EDFF count, synth: 12

Worst setup path
  – Crit path max-delay family: simple AND/OR/NAND/NOR gates
  – Crit path launch type: flip-flop
  – Crit path DRT: 4.02 ns
  – Worst Path Buf+Inv: 0
  – Beginning of the critical path: clk_div.count[0]
  – Worst Path Max Fanout: 8
  – Critical Path AT: 1.66 ns
  – CP Cell Sequence: ha_1 -> nand2_1 -> nor3b_1 -> nand4_1 -> nor2_1
  – CP endpoint kind: flip-flop
  – Worst R2R Start: clk_div.count[0]
  – Slowest stage cell, crit path: nor2_1
  – WS Path Type: reg2reg
  – CP peak stage delay: 0.41 ns

Status
  – Status: finished, final reports clean

Routing
  – Overall routed net length: 5.770 mm
  – DRC viols: 0
  – Via/cell ratio: 4.637
  – DR vias: 2351
  – Antenna cells: 0
  – Detail Route Antenna Nets: 0
  – Wirelength per Cell: 11.38 um
  – Iter 0 DRT Violations: 110
  – DRT Pass-1 Iters: 4

Power
  – Pwr/cell area: 147.2 mW/mm^2
  – Seq pwr share: 0.582
  – Sw Ratio: 0.1883
  – Int Pwr: 0.0004514 W
  – P_leak: 1.521 nW
  – Combinational Power Share: 0.019
  – Net switching power: 0.0001047 W
  – VDD IR max: 209.8 uV
  – Final Power: 0.0005561 W
  – Clock share of power: 0.399

Placement
  – Placed wire-length estimate: 4.431 mm
  – GP Congestion: 0.7964
  – Post-placement setup slack: 2.357 ns
  – Port-buffer cells: 25
  – Cell Area, Placed: 0.003697 mm^2

CTS
  – Post-CTS Setup Inserts: 0
  – CTS tree: yes
  – Clk latency late pin: 0.28 ns
  – Post-CTS Hold Fix Bufs: 0
  – CTS H-tree lvls: 2
  – Post_cts resized: 0
  – CTS Buf Count: 5
  – CTS clk-pin slew, worst paths: 0.06 ns
  – Clk buf depth: 2
  – Root Driver: clkbuf_8

Floorplanning
  – Chip Area: 0.01150 mm^2
  – Width of the chip: 107.3 um
  – CORE AREA: 0.01079 mm^2
  – I/O pins: 27
  – Row Count: 38
  – FP Util: 0.3079
  – Die Span Y: 107.3 um

Global route
  – Largest net degree at the start of global routing: 39
  – Congestion Overflow GR: 0
  – Number of global-route vias before repair: 2116
  – Initial antenna violation count: 0
  – GRT Total Usage: 0.1090
  – First-pass GRT wire length: 9.915 mm

Hold path
  – Worst hold-check path type: reg2reg
  – Hold_sp: clk_div.count[0]

Finish
  – Syn-to-layout area delta: 13.67%
  – Proportion of layout cells with a drive suffix above 1: 0.03815
  – Design area: 0.003777 mm^2

Run
  – Tool warnings: 27
  – Maxcap violations: 0
[layer usage]
metal / global-route usage / up-vias / routed length, um
met5: 0 / - / 0
met4: 0.01761 / 0 / 103
met3: 0.01543 / 10 / 178
met2: 0.1751 / 23 / 2618
met1: 0.1631 / 1079 / 2870
li1: - / 1239 / -
[stage by stage]
stage	std cells	utilization
after floorplan	346	-
after global placement	499	0.3426
after detailed placement	499	0.3426
after CTS	507	0.3500
after global routing	507	0.3500
final	507	0.3500
[path summary, 6_finish.rpt]
path                                     endpoint  slack [ns]  cells after the start
worst max-delay path            clk_div.clk_10KHz        2.35                      5
worst min-delay path             clk_div.count[0]        0.45                      1
worst max register to register  clk_div.clk_10KHz        2.35                      5
worst min register to register   clk_div.count[0]        0.45                      1
[kinds of logic after synthesis]
family	count (synthesis)
AOI/OAI and AO/OA	42
xor gates and xnor gates	40
adders and majority gates	14
buffers and inverters	28
DFF	71
muxes	19
other	1
and+or+nand+nor	131
[worst reg2reg max path: stages, from the launching register on]
cell     delay, ns
dfxtp_1       0.35
ha_1          0.21
nand2_1       0.10
nor3b_1       0.21
nand4_1       0.12
nor2_1        0.41
[cell usage in the layout (no fill, tap or decap), types with 7 or more instances in the layout]
cell	instances
xnor2_1	22
xor2_1	18
ha_1	13
edfxtp_1	12
nand3_1	7
a21oi_1	21
dfxtp_1	59
inv_1	14
mux2i_1	17
nand2_1	21
clkdlybuf4s50_1	25
nor2_1	49
nor4_1	7
and3_1	11
[state kept, by name, summed over array words and instances (netlist names), named ones only]
| name | count |
|---|---|
| dp.mult.q | 8 |
| dp.mut.m | 8 |
| clrq | 1 |
| cp.state | 2 |
| clk_div.clk_10KHz | 1 |
| cp.ldq | 1 |
| addsub | 1 |
| cp.lda | 1 |
| dp.acc.a | 8 |
| cp.decr | 1 |
| clk_div.count | 32 |
| cp.ldcount | 1 |
| dp.str.qm1 | 1 |
| dp.cnt.count | 4 |
[layout make-up]
cell class / instances / area (um^2)
multi-input cells: 247 / 1663
repair buffers: 27 / 265.3
inverters: 14 / 52.55
clock buffers: 8 / 80.08
well taps: 140 / 175.2
fillers: 1038 / 7015
flip-flops and latches: 71 / 1541
[power by group through the flow]
stage | combinational, W | clock [W] | sequential, W
CTS | 0.0000109 | 0.000232 | 0.000323
global route | 0.0000115 | 0.000248 | 0.000323
finish | 0.0000106 | 0.000222 | 0.000323
No activity file was given, so power comes from the tool's default toggle rates.
